==> design/flow/design.v <==
module cdf_datapath (clk, reset, scratchmem_input1, scratchmem_input2, read_first_value_in, scratch_mem_read_ready_in, cdf_computation_done_in, read_next_value_in, cdf_done_in,  WE, WriteAddress, WriteBus, ReadAddress1, ReadAddress2, cdf_min);
input clk;
input reset;
output WE;
output [15:0] WriteAddress;
output [127:0] WriteBus;
output [15:0] ReadAddress1;
output [15:0] ReadAddress2;
output [31:0] cdf_min;
input [127:0] scratchmem_input1;
input [127:0] scratchmem_input2;
input read_first_value_in;
input read_next_value_in;
input scratch_mem_read_ready_in;
input cdf_computation_done_in;
input cdf_done_in;
reg WE;
reg [15:0] WriteAddress;
reg [127:0] WriteBus;
reg [15:0] ReadAddress1;
reg [15:0] ReadAddress2;
reg [31:0] cdf_min; 
reg read_first_value;
reg scratch_mem_read_ready;
reg cdf_computation_done;
reg cdf_done;
reg read_next_value;
reg [127:0] scratchmem_data1;
reg [127:0] scratchmem_data2;
wire [31:0] histogram[0:7];
reg [31:0] cdf0;
reg [31:0] cdf1;
reg [31:0] cdf2;
reg [31:0] cdf3;
reg [31:0] cdf4;
reg [31:0] cdf5;
reg [31:0] cdf6;
reg [31:0] cdf7;
reg [31:0] cdf_prev;
always @(posedge clk)
begin
	if (reset) begin
		scratchmem_data1 <= 0;
		scratchmem_data2 <= 0;
		read_first_value <= 0;
		read_next_value <= 0;
		cdf_computation_done <= 0;
		cdf_done <= 0;
	end
	else begin
		scratchmem_data1 <= scratchmem_input1;
		scratchmem_data2 <= scratchmem_input2;
		read_first_value <= read_first_value_in;
		scratch_mem_read_ready <= scratch_mem_read_ready_in;
		read_next_value <= read_next_value_in;
		cdf_computation_done <= cdf_computation_done_in;
		cdf_done <= cdf_done_in;
	end
end
assign histogram[0] = scratchmem_data1[127:96];
assign histogram[1] = scratchmem_data1[95:64];
assign histogram[2] = scratchmem_data1[63:32];
assign histogram[3] = scratchmem_data1[31:0];
assign histogram[4] = scratchmem_data2[127:96];
assign histogram[5] = scratchmem_data2[95:64];
assign histogram[6] = scratchmem_data2[63:32];
assign histogram[7] = scratchmem_data2[31:0];
always @(posedge clk)
begin
    if(reset)
    begin
		ReadAddress1 <= 16'd0;	 
		ReadAddress2 <= 16'd1;
    end
	else if (read_first_value == 1'b1) 
    begin
		ReadAddress1 <= 16'd0;
		ReadAddress2 <= 16'd1;
	end
    else if (read_next_value == 1'b1)
    begin
		ReadAddress1 <= ReadAddress1 + 16'd2;
		ReadAddress2 <= ReadAddress2 + 16'd2;
    end
end
reg cdf_select; 
always @(posedge clk)
begin
    if(reset)
    begin
        cdf_select <= 1'b0;  
    end
    else if(cdf_computation_done)
    begin
        cdf_select <= !cdf_select; 
    end
end
always @(posedge clk)
begin
    if(reset)
    begin
		WE <= 1'b0;
        WriteBus<= 16'b0; 
		WriteAddress <= 128'b0;
    end
    else if (read_first_value)
    begin
		WriteAddress <= 16'd63;
    end
	else if (cdf_computation_done) 
    begin
		WriteAddress <= WriteAddress + 16'd1;
        if(cdf_select == 1'b0)
            WriteBus <= {cdf0,cdf1,cdf2,cdf3};
        else
            WriteBus <= {cdf4,cdf5,cdf6,cdf7};
		WE <= 1'b1;
	end
    else 
    begin
		WE <= 1'b0;
    end
end		
always @(posedge clk)
begin
	if (reset) begin
		cdf_prev <= 32'd0;
	end	
	else if (scratch_mem_read_ready) begin
		cdf0 <= cdf_prev + histogram[0];
		cdf1 <= cdf_prev + histogram[0] + histogram[1];
		cdf2 <= cdf_prev + histogram[0] + histogram[1] + histogram[2];
		cdf3 <= cdf_prev + histogram[0] + histogram[1] + histogram[2] + histogram[3];
		cdf4 <= cdf_prev + histogram[0] + histogram[1] + histogram[2] + histogram[3] + histogram[4];
		cdf5 <= cdf_prev + histogram[0] + histogram[1] + histogram[2] + histogram[3] + histogram[4] + histogram[5];
		cdf6 <= cdf_prev + histogram[0] + histogram[1] + histogram[2] + histogram[3] + histogram[4] + histogram[5] + histogram[6];
		cdf7 <= cdf_prev + histogram[0] + histogram[1] + histogram[2] + histogram[3] + histogram[4] + histogram[5] + histogram[6] + histogram[7];
	end
	else if (cdf_computation_done) begin
		cdf_prev <= cdf7;
	end
end						
always @(posedge clk)
begin
    if(reset)
    begin
        cdf_min <= 32'b0; 
    end
    if(WE == 1'b1 && cdf_min == 32'b0)
    begin
        if (WriteBus[127:96] != 32'b0)
            cdf_min <= WriteBus[128:96]; 
        else if (WriteBus[95:64] !=32'b0)
            cdf_min <= WriteBus[95:64]; 
        else if (WriteBus[63:32] !=32'b0)
            cdf_min <= WriteBus[63:32]; 
        else if (WriteBus[31:0] !=32'b0)
            cdf_min <= WriteBus[31:0]; 
    end
end
endmodule						
==> design/flow/run.sh <==
#!/bin/bash
# OpenROAD 26Q1-2900-gdf79404cd8, Yosys 0.63+post, stock flow scripts
make -C /OpenROAD-flow-scripts/flow DESIGN_CONFIG=/design/flow/config.mk WORK_HOME=/design/flow/orfs finish
==> design/flow/config.mk <==
export PLATFORM = sky130hd
export DESIGN_NAME = cdf_datapath
export DESIGN_NICKNAME = cdf_datapath
export VERILOG_FILES = /design/flow/design.v
export SDC_FILE = /design/flow/constraint.sdc
export NUM_CORES = 4
export LEC_CHECK = 1
export CORE_UTILIZATION = 30
==> design/flow/constraint.sdc <==
current_design cdf_datapath

set clk_period 18.4
set clk_io_pct 0.2

create_clock -name clk0 -period $clk_period [get_ports {clk}]

set non_clock_inputs [all_inputs -no_clocks]
set_input_delay [expr $clk_period * $clk_io_pct] -clock clk0 $non_clock_inputs
set_output_delay [expr $clk_period * $clk_io_pct] -clock clk0 [all_outputs]
==> reports/results.ini <==
[die]
rows = 128
initCoreUtil_pct = 30.4
die-area_sq_mm = 0.126
coreArea_sq_mm = 0.123
die_width_um = 354
die_h_um = 354
top_level_ports = 472

[logic_synthesis]
syn_inst = 3667
syn_avg_cell_area_sq_um = 10.2
ys_area_sq_mm = 0.0372
synth_flops = 756
synth.area.top_cells = dfxtp_1 27%, edfxtp_1 21%, ha_1 9.0%, nor2b_1 5.0%, a21oi_1 4.1%
yosysSeqAreaShare_pct = 47.5
syn_area_sq_mm = 0.0372
yosys_cells = 3667
synth_top_flop_cell = dfxtp_1
ys_types = 79
top_cell = dfxtp_1
synth.top_cells.by_count = 499 x dfxtp_1, 317 x nor2_1, 308 x a21oi_1, 295 x nor2b_1, 269 x ha_1
top_area_share_pct = 26.8
synth_top_cell_by_area = dfxtp_1
edf_count = 257
async_reset_ff_share_pct = 0
yosysWarnings = 2

[clocking]
clock-sinks = 756
clk_latency_ns = 0.67
cts_tree = built
hold_buffers = 0
cts_setup_buffers = 0
ctsResizeCount = 0
htreeDepth = 3
cts.clk_slew.worst_paths_ns = 0.06
cts-root-buf = clkbuf_16
cts_buffers = 88
clock_path_buffers = 3

[routing]
via_count = 29000
routedWlPerCell_um = 22.7
antenna_left = 0
post-route-drc-count = 0
first_iter_violations = 1899
routed_wl_mm = 132
viasPerCell = 4.97
drt-pass1-iter-count = 5

[worst_setup_path]
ff2ff_path_depth = 63
rrSetupSlack_ns = 4.04
worstSetupPathType = reg2reg
crit_required_ns = 18.81
worstSetupEndpointType = register
cpMostUsedCell = ha_1
crit_arrival_ns = 14.77
reg2reg_from = cdf_prev[0]
cp_slowest_stage_delay_ns = 0.62
crit_path_start = cdf_prev[0]
path_max_fanout = 6
critPathCapture = cdf7[31]
cp-start-kind = register
r2r_end = cdf7[31]
critical_path.slowest_cell = a2111oi_0

[sta]
fin_crit_sh_pct = 78.0
max_slew_margin_pct = 43.3
rsz0062_at_grt = false
skew_ns = 0.0316
finalSetupViolations = 0
drv_slew = 0
fin_crit_ns = 14.36
fin_ws_ns = 4.04
timing.setup.tns_ns = 0
fmax_mhz = 69.7
holdWs_ns = 0.460
tightest_slew_ns = 0.830
hold_viol_final = 0

[run_status]
status = finished clean

[layout]
drive_gt1_share_pct = 5.08
final_core_util_pct = 38.1
fill_cells = 11900
comb_area_sq_mm = 0.0187
area_growth_pct = 25.5
regArea_sq_mm = 0.0177
largestRegisters = WriteBus x128, scratchmem_data1 x128, scratchmem_data2 x128
fin_area_sq_mm = 0.0467

[job]
cap_viol_max_count = 0
warning_count = 44

[power_and_ir_drop]
p_per_area_mw_per_mm2 = 231
p_leak_nw = 18.4
irDropWorstVdd_uv = 210

[grt]
grt_pass1_wl_mm = 189
grt_overflow = 0
grt_max_degree = 85
grt_pass1_vias = 27900
grt_antenna_before_repair = 5
grt.total_usage_pct = 21.5

[placement]
dp_hpwl_mm = 107
port-buffer-count = 468
placed_area_sq_mm = 0.0437
gp_congestion = 0.980
dp_slack_ns = 4.13

[hold_path]
hold_path_class = reg2reg
hold_path_depth = 2

[stage by stage]
stage | cells | power [mW]
after floorplan | 3667 | 7.34
after global placement | 5659 | 8.97
after detailed placement | 5659 | 8.97
after CTS | 5822 | 10.8
after global routing | 5822 | 11.6
final | 5823 | 10.8
[worst max-delay path: cells and delay by family, from the launching register on]
kind / cells / cell delay, ns
xor+xnor: 8 / 1.62
buf+inv: 4 / 0.49
flops: 1 / 0.31
fa+ha+maj: 9 / 2.57
compound gates: 27 / 6.85
simple gates: 15 / 2.27
[kinds of logic (layout without fill, tap and decap cells)]
family	count (synthesis)	count (layout)	synth area share, %
AND-OR/OR-AND	966	966	16.9
XOR/XNOR	246	246	5.90
adder cells (fa/ha/maj)	277	277	9.47
buffers and inverters	228	758	2.33
flip-flops	756	756	47.5
multiplexers	131	131	3.52
other	2	3	0.0202
AND/OR/NAND/NOR	1061	1061	14.3
[routing by layer]
layer | vias to the layer above | part of all wire, % | global-route usage, %
li1 | 14200 | - | -
met1 | 13600 | 44 | 30.9
met2 | 1011 | 43 | 31.2
met3 | 181 | 10 | 8.30
met4 | 4 | 2.8 | 4.91
met5 | - | 0.026 | 0
[worst min-delay path by stage]
stage | endpoint | slack (ns) | from
finish | cdf_prev[19] | 0.46 | cdf_prev[19]
global route | cdf_prev[0] | 0.48 | cdf_prev[0]
CTS | cdf_prev[19] | 0.46 | cdf_prev[19]
[final cells by class]
cell class,instances,area share [%]
diodes,1,0.00535
clock buffers,136,5.90
clock inverters,27,0.495
inverters,93,0.747
multi-input cells,2683,40.0
flip-flops and latches,756,37.9
well taps,1625,4.35
repair buffers,502,10.6
[placed cells by master (no fill, tap or decap), types with 9 or more instances in the layout]
cell type | netlist | final
clkdlybuf4s50_1 | 0 | 467
xnor2_1 | 165 | 165
o2bb2ai_1 | 33 | 33
nand3_1 | 46 | 46
a211oi_1 | 146 | 146
or3_1 | 23 | 23
clkbuf_1 | 127 | 18
nor3_1 | 26 | 25
mux2i_1 | 131 | 131
o21bai_1 | 60 | 60
a31oi_1 | 15 | 15
edfxtp_1 | 257 | 257
nor4_1 | 39 | 38
clkbuf_16 | 0 | 96
clkbuf_8 | 0 | 20
nand4_1 | 32 | 32
o21a_1 | 33 | 33
and3_1 | 25 | 25
xor2_1 | 77 | 77
a21o_1 | 136 | 136
nor2_1 | 317 | 315
buf_4 | 3 | 34
clkinv_2 | 0 | 9
o21ai_0 | 131 | 131
ha_1 | 269 | 269
nand2b_1 | 31 | 31
nor2b_1 | 295 | 292
dfxtp_1 | 499 | 498
a21boi_0 | 17 | 17
a21oi_1 | 308 | 308
nand2_1 | 196 | 196
inv_1 | 92 | 92
[report_power, final]
group / internal [mW] / total (mW) / switching (mW)
Sequential: 2.49 / 2.68 / 0.191
Combinational: 2.62 / 6.34 / 3.71
Clock: 1.06 / 1.78 / 0.720
Total: 6.17 / 10.8 / 4.62
Power figures rest on the tool's default switching activity, not on a simulated workload.
