File: ./config.mk
export PLATFORM = sky130hd
export DESIGN_NAME = histogram_data_path
export DESIGN_NICKNAME = histogram_data_path
export VERILOG_FILES = /design/flow/design.v
export SDC_FILE = /design/flow/constraint.sdc
export NUM_CORES = 4
export LEC_CHECK = 1
export CORE_UTILIZATION = 40
File: ./constraint.sdc
current_design histogram_data_path

set clk_period 13.7
set clk_io_pct 0.2

create_clock -name clk0 -period $clk_period [get_ports {clock}]

set non_clock_inputs [all_inputs -no_clocks]
set_input_delay [expr $clk_period * $clk_io_pct] -clock clk0 $non_clock_inputs
set_output_delay [expr $clk_period * $clk_io_pct] -clock clk0 [all_outputs]
File: ./design.v
module histogram_data_path
(
input clock, 
input reset, 
input  [127:0] input_memory_rdata0, 
input  [127:0] input_memory_rdata1, 
input  [127:0] scratch_memory_rdata0, 
output reg [15:0]  input_memory_address_pointer0, 
output reg [15:0]  input_memory_address_pointer1, 
output reg [15:0]  scratch_memory_address_pointer0,  
output reg write_enable, 
output reg [127:0] scratch_memory_wdata, 
output reg [15:0]  write_address, 
output all_lines_written,
input set_read_address_input_mem, 
input set_read_address_scratch_mem, 
input set_write_address_scratch_mem, 
input shift_scratch_memory_rw_address, 
input read_data_ready_input_mem, 
input read_data_ready_scratch_mem,  
input extra_writes_en,
output all_pixel_written  
); 
reg first_time ; 
reg [7:0] offset ; 
reg [5:0] counter ; 
reg [255:0] scratch_memory_rw_address ; 
reg [255:0] offset_reg ; 
reg [127:0] local_scratch_memory_data ; 
reg [127:0] wdata ; 
reg [5:0]   has_nz_data_counter;
reg [63:0] has_nz_data;
wire scratch_memory_read_out_data_is_not_x ; 
wire temp; 
always@(posedge clock)
begin
    if(reset)
    begin
        input_memory_address_pointer0 <= 16'b0;
        input_memory_address_pointer1 <= 16'b1;
        first_time <= 1'b1; 
    end
    else
    begin
        if(set_read_address_input_mem)
        begin
            if(!first_time)
            begin
            input_memory_address_pointer0 <= input_memory_address_pointer0 + 16'd2;  
            input_memory_address_pointer1 <= input_memory_address_pointer1 + 16'd2;  
            end
            first_time <= 1'b0; 
        end
    end
end
always@(posedge clock)
begin
    if(reset)
    begin
        scratch_memory_address_pointer0 <= 16'b0;
        offset <= 8'b0;
    end
    else
    begin
        if(set_read_address_scratch_mem)
        begin
            scratch_memory_address_pointer0 <= {8'b0, scratch_memory_rw_address[7:0]};
            offset  <=  offset_reg[7:0]; 
        end
    end
end
assign all_pixel_written = counter[5];  
always@(posedge clock)
begin
    if(reset | set_read_address_input_mem)
    begin
        counter <= 6'b0; 
    end
    else if(set_write_address_scratch_mem)
    begin
            counter <= counter + 1;  
    end
end
always@(posedge clock)
begin
    if(reset)
    begin
        offset_reg  <= 256'b0;  
    end
    else if(read_data_ready_input_mem) 
    begin 
        offset_reg <= {{input_memory_rdata1 & 128'h03030303_03030303_03030303_03030303}, {input_memory_rdata0 & 128'h03030303_03030303_03030303_03030303} }; 
    end
    else if(shift_scratch_memory_rw_address)
    begin
        offset_reg                <= (offset_reg >> 8); 
    end
end
always@(posedge clock) 
begin
    if(reset)
    begin
        scratch_memory_rw_address <= 256'b0;  
    end
    else if(read_data_ready_input_mem) 
    begin 
        scratch_memory_rw_address[255:128] <= {input_memory_rdata1[127:120] >> 2,
                                               input_memory_rdata1[119:112] >> 2, 
                                               input_memory_rdata1[111:104] >> 2, 
                                               input_memory_rdata1[103: 96] >> 2, 
                                               input_memory_rdata1[95 : 88] >> 2, 
                                               input_memory_rdata1[87 : 80] >> 2, 
                                               input_memory_rdata1[79 : 72] >> 2, 
                                               input_memory_rdata1[71 : 64] >> 2, 
                                               input_memory_rdata1[63 : 56] >> 2, 
                                               input_memory_rdata1[55 : 48] >> 2, 
                                               input_memory_rdata1[47 : 40] >> 2, 
                                               input_memory_rdata1[39 : 32] >> 2, 
                                               input_memory_rdata1[31 : 24] >> 2, 
                                               input_memory_rdata1[23 : 16] >> 2, 
                                               input_memory_rdata1[15 :  8] >> 2, 
                                               input_memory_rdata1[ 7 :  0] >> 2  
                                               };
        scratch_memory_rw_address[127:  0] <= {input_memory_rdata0[127:120] >> 2,
                                               input_memory_rdata0[119:112] >> 2, 
                                               input_memory_rdata0[111:104] >> 2, 
                                               input_memory_rdata0[103: 96] >> 2, 
                                               input_memory_rdata0[95 : 88] >> 2, 
                                               input_memory_rdata0[87 : 80] >> 2, 
                                               input_memory_rdata0[79 : 72] >> 2, 
                                               input_memory_rdata0[71 : 64] >> 2, 
                                               input_memory_rdata0[63 : 56] >> 2, 
                                               input_memory_rdata0[55 : 48] >> 2, 
                                               input_memory_rdata0[47 : 40] >> 2, 
                                               input_memory_rdata0[39 : 32] >> 2, 
                                               input_memory_rdata0[31 : 24] >> 2, 
                                               input_memory_rdata0[23 : 16] >> 2, 
                                               input_memory_rdata0[15 :  8] >> 2, 
                                               input_memory_rdata0[ 7 :  0] >> 2  
                                               };
    end    
    else if(shift_scratch_memory_rw_address)
    begin
        scratch_memory_rw_address <= (scratch_memory_rw_address >> 8); 
    end 
end 
assign temp = |(1 << scratch_memory_address_pointer0 & has_nz_data); 
assign scratch_memory_read_out_data_is_not_x = (read_data_ready_scratch_mem) ? |(1<< scratch_memory_address_pointer0 & has_nz_data) : 1'b0;  
always@(posedge clock) 
begin
    if(reset)
    begin
        local_scratch_memory_data <= 128'b0;  
    end
    else if(read_data_ready_scratch_mem)
    begin
        if(scratch_memory_read_out_data_is_not_x)
        begin
            local_scratch_memory_data <= scratch_memory_rdata0; 
        end
        else
        begin
            local_scratch_memory_data <= 128'b0; 
        end
    end     
end 
reg [32:0] a,b,c,d; 
always@(*) 
begin
    case({offset,extra_writes_en})
    9'bxxxxxxxx_1 : wdata = 128'b0;  
    9'b00000000_0 : wdata = {{local_scratch_memory_data[127:96] + 1'b1} , local_scratch_memory_data[95:0]};
    9'b00000001_0 : wdata = {local_scratch_memory_data[127:96], {local_scratch_memory_data[95:64] + 1'b1}, local_scratch_memory_data[63:0]};  
    9'b00000010_0 : wdata = {local_scratch_memory_data[127:64], {local_scratch_memory_data[63:32] + 1'b1}, local_scratch_memory_data[31:0]}; 
    9'b00000011_0 : wdata = {local_scratch_memory_data[127:32], {local_scratch_memory_data[31: 0] + 1'b1} };  
    default : wdata = 128'b0;  
    endcase
end
always@(posedge clock) 
begin
    if(reset)
    begin
        write_enable            <= 1'b0; 
        scratch_memory_wdata    <= 128'b0;  
        write_address           <= 16'b0;  
    end
    else if(set_read_address_scratch_mem)
    begin
        write_enable <= 1'b0; 
        scratch_memory_wdata    <= 128'b0;  
        write_address           <= 16'b0;  
    end 
    else if(set_write_address_scratch_mem)
    begin
        write_enable            <= 1'b1; 
        scratch_memory_wdata    <= wdata;  
        write_address           <= {8'b0, scratch_memory_rw_address[7:0]};  
    end
    else if (extra_writes_en && !has_nz_data[0])
    begin
        write_enable            <= 1'b1; 
        scratch_memory_wdata    <= 128'b0;  
        write_address           <= has_nz_data_counter; 
    end
end
always@(posedge clock)
begin
    if(reset)
    begin
        has_nz_data <= 64'b0; 
    end
    else if(set_write_address_scratch_mem)
    begin
        has_nz_data <= has_nz_data | (1<<scratch_memory_rw_address[7:0]); 
    end
    else if(extra_writes_en)
    begin
        has_nz_data <= {has_nz_data,has_nz_data} >> 1; 
    end
end
always@(posedge clock)
begin
    if(reset)
    begin
        has_nz_data_counter <= 6'b0; 
    end
    else if(extra_writes_en)
    begin
        has_nz_data_counter <= has_nz_data_counter + 1'b1; 
    end
end
assign all_lines_written = (has_nz_data_counter==6'd63);
endmodule
File: ./run.sh
#!/bin/bash
# OpenROAD 26Q1-2900-gdf79404cd8, Yosys 0.63+post, stock flow scripts
make -C /OpenROAD-flow-scripts/flow DESIGN_CONFIG=/design/flow/config.mk WORK_HOME=/design/flow/orfs finish
==> run_results.csv <==
group,metric,value,unit
status,status,"finished, final reports clean",
hold_path,min_path_cells,2,
timing,worst_slew_pin_slew,0.8192,ns
critical_path,crit_slowest_cell,"buf_4",
die,core,71490,um^2
grt,track_usage,26.10,%
synthesis,ys_warn_count,1,
synthesis,ys_sh_simple,22.56,%
die,floorplan.core_util,40.40,%
grt,first_global_vias,24500,
clock_network,cts_resized,0,
cells_and_area,drive_above_1_share,4.450,%
synthesis,adder_share,0.3466,%
clock_network,cts_sinks,634,
grt,grt_antenna_before_repair,31,
critical_path,crit_type,"primary input to register",
flow_run,warnings,34,
synthesis,synth.area.mux_share,9.713,%
timing,period_needed,4.798,ns
critical_path,cpMostUsedCell,"buf_4",
synthesis,synth-edff-count,0,
synthesis,synth_cell_type_count,71,
timing,setup-tns-final,0,ns
timing,finalMaxSlewViolations,0,
clock_network,clkTransAtPathRegs,0.06,ns
synthesis,topCellsByArea,"dfxtp_1 44%, mux2i_1 9.6%, nor2_1 9.6%",
power_and_ir_drop,vdd_drop_max,0.0001315,V
placed_design,io_buffer_count,565,
cells_and_area,largest_register_ffs,192,
synthesis,ys_sh_aoi,14.98,%
cells_and_area,top_register,"scratch_memory_rw_address",
detailed_routing,detail_route.wl_per_cell,18.73,um
critical_path,path_cells,"buf_8 > buf_4 > buf_4 > buf_4 > nor2_1",
critical_path,crit_path_end,"scratch_memory_rw_address[165]",
grt,grt_max_degree,133,
synthesis,yosys_area,28880,um^2
power_and_ir_drop,p_leak,14.34,nW
cells_and_area,layoutNonFillerInstCount,5070,
critical_path,r2r-start,"scratch_memory_address_pointer0[2]",
flow_run,drv_cap,0,
critical_path,reg2reg_depth,9,
clock_network,cts_root_buffer,"clkbuf_16",
detailed_routing,ant_nets,0,
placed_design,place_area,34970,um^2
detailed_routing,viasPerCell,5.189,
synthesis,synthXorXnorAreaFrac,3.669,%
die,row_count,98,
die,io_pins,588,
die,fp.dieH,270.7,um
detailed_routing,totalWireLength,94950,um
critical_path,arrival,5.27,ns
critical_path,crit_start,"reset",
synthesis,ys_cells,3649,
placed_design,dp_cells,4941,
cells_and_area,area_delta_synth_final,29.13,%
synthesis,ys_seq_share,43.95,%
critical_path,required,14.17,ns
synthesis,top_area_cell,"dfxtp_1",
critical_path,timing.critical_path.slowest_cell_delay,0.64,ns
timing,finClkSkew,0.02336,ns
clock_network,ctsHoldBuffers,0,
detailed_routing,dr.pass1.iters,7,
synthesis,syn_area_per_cell,7.915,um^2
clock_network,cts_buffers,71,
clock_network,postCtsSetupRepairBufs,0,
synthesis,yosys.area.top_type_share,43.95,%
timing,max_slew_margin,45.18,%
die,chip_area,73280,um^2
synthesis,synth.logic.top_family,"simple AND/OR/NAND/NOR gates",
timing,rsz0062_at_grt,"no",
timing,hold_viol,0,
placed_design,gp_congestion,0.9387,
critical_path,timing.rr.end,"local_scratch_memory_data[79]",
detailed_routing,remaining_drc_errors,0,
synthesis,netlist_area,28880,um^2
clock_network,ctsHtreeMaxLevel,3,
synthesis,ys_ff,634,
power_and_ir_drop,power_density,116.7,nW/um^2
grt,grt_first_pass_wirelength,145600,um
clock_network,clk_latency,0.62,ns
detailed_routing,vias,26310,
clock_network,clockBufferDepth,3,
timing,fmax,208.4,MHz
synthesis,synthCells,3649,
detailed_routing,drt_iter0_drc,1880,
clock_network,cts_tree,"built",
cells_and_area,final_area,37290,um^2
die,die_width,270.7,um
placed_design,hpwlAfterDp,66740,um
critical_path,startpoint_type,"primary input",
synthesis,ys.flop_type,"dfxtp_1",
power_and_ir_drop,power,4.350,mW
synthesis,async_flop_share,0,%
timing,setup_viol,0,
cells_and_area,reg.largest.list,"scratch_memory_rw_address x192, local_scratch_memory_data x128, scratch_memory_wdata x128",
hold_path,hold_class,"register to register",
critical_path,cp_max_fo,103,
timing,finalClockPeriodUsage,35.02,%
critical_path,r2r_slack,9.85,ns
grt,grt-ovfl-total,0,
critical_path,cp-end-kind,"register",
==> worst min-delay path by stage <==
| stage | to | from | slack, ns |
|---|---|---|---|
| after global routing | scratch_memory_wdata[83] | scratch_memory_wdata[83] | 0.47 |
| final | scratch_memory_wdata[118] | scratch_memory_wdata[118] | 0.45 |
| after CTS | scratch_memory_wdata[55] | scratch_memory_wdata[55] | 0.46 |
==> Yosys cell counts, drive strengths merged (51+ instances only) <==
library cell	number
dfxtp	634
nand2	411
a22oi	51
nor2	738
buf	87
a21oi	343
xor2	70
o21ai	280
nor3	95
mux2i	278
xnor2	51
nand3	78
clkbuf	206
==> critical path: cells and delay by family <==
kind | cells | cell delay, ns
buffers and inverters | 4 | 2.27
AND/OR/NAND/NOR | 1 | 0.10
==> where the power goes <==
group	leakage (nW)	switching, mW	total (mW)	internal (mW)
clock	1.14	0.789	1.90	1.11
sequential	5.18	0.0669	1.99	1.92
combinational	8.03	0.234	0.460	0.226
==> layer usage <==
layer	global-route usage, %	share of wire [%]	routed length [um]	up-vias
met4	5.323	2.2	2055	44
met2	41.60	47	44560	767
li1	-	-	-	13320
met3	7.265	7.5	7151	163
met5	0	0.30	287	-
met1	36.22	43	40900	12020
==> final cells by class <==
| cell class | count | area [um^2] |
|---|---|---|
| inverter | 20 | 75.07 |
| multi-input combinational | 2722 | 14950 |
| timing repair buffer | 615 | 6066 |
| clock buffer | 100 | 2067 |
| sequential | 634 | 12690 |
| tap | 950 | 1189 |
| fill | 6689 | 34190 |
| clock inverter | 21 | 239.0 |
| antenna | 8 | 20.02 |
==> placed cells by master (no fill, tap or decap), types with 17 or more instances in the layout <==
cell type / instances
nor2_1: 734
dfxtp_1: 634
clkdlybuf4s50_1: 561
nand2_1: 411
a21oi_1: 342
mux2i_1: 278
o21ai_0: 156
o21ai_1: 123
nor3_1: 92
nand3_1: 78
clkbuf_16: 72
xor2_1: 70
a22oi_1: 51
xnor2_1: 51
buf_4: 48
and3_1: 44
nand4_1: 39
conb_1: 22
inv_1: 20
nor3b_1: 17
o22ai_1: 17
==> cells by family after synthesis <==
group / Yosys count
xor gates and xnor gates: 121
muxes: 279
AOI/OAI and AO/OA: 779
DFF: 634
other: 2
and+or+nand+nor: 1513
buffers and inverters: 313
adders and majority gates: 8
==> per-stage QoR <==
stage	worst slack [ns]	util, %	hold WS [ns]
after floorplan	9.288	-	0.4014
after global placement	8.246	48.92	0.4332
after detailed placement	8.248	48.92	0.4434
after CTS	8.903	52.14	0.4571
after global routing	8.736	52.16	0.4713
final	8.902	52.17	0.4549
Power is estimated from default activity; no workload was simulated.
